[design/flow/config.mk]
export PLATFORM = sky130hd
export DESIGN_NAME = bitrate
export DESIGN_NICKNAME = bitrate
export VERILOG_FILES = /design/flow/design.v
export SDC_FILE = /design/flow/constraint.sdc
export NUM_CORES = 4
export LEC_CHECK = 1
export CORE_AREA = 10 10 94 94
export DIE_AREA = 0 0 104 104
[design/flow/design.v]
module bitrate(RST_BIT, EN, clk_CPU, bitrate, uart_clock);
parameter   Baudios300 =   4'b0000,
            Baudios600 =   4'b0001,
            Baudios1200 =  4'b0010,
            Baudios1800 =  4'b0011,
            Baudios2400 =  4'b0100,
            Baudios4800 =  4'b0101,
            Baudios9600 =  4'b0110, 
            Baudios19200 = 4'b0111,
            Baudios38400 = 4'b1000,
            Baudios57600 = 4'b1001,
            Baudios115200= 4'b1010;
input RST_BIT, EN, clk_CPU;            
input [3:0] bitrate;                   
output reg uart_clock;                 
reg [9:0] counter_final;               
reg [9:0] counter;                     
always @(*) begin
    case(bitrate)
        Baudios300     : counter_final = 10'd100;    
        Baudios600     : counter_final = 10'd150;
        Baudios1200    : counter_final = 10'd20;    
        Baudios1800    : counter_final = 10'd250;
        Baudios2400    : counter_final = 10'd300;
        Baudios4800    : counter_final = 10'd350;
        Baudios9600    : counter_final = 10'd400;
        Baudios19200   : counter_final = 10'd450;
        Baudios38400   : counter_final = 10'd500;
        Baudios57600   : counter_final = 10'd550;
        Baudios115200  : counter_final = 10'd600;
        default        : counter_final = 10'd400;    
    endcase
end
always @(posedge clk_CPU or negedge RST_BIT) begin
    if (!RST_BIT) begin
        counter <= 10'd0;
        uart_clock <= 1'b0;
    end else if (EN) begin
        if (counter == counter_final) begin
            uart_clock <= ~uart_clock;
            counter <= 10'd0;          
        end else begin
            counter <= counter + 1'd1;
        end
    end
end
endmodule
[design/flow/constraint.sdc]
current_design bitrate

set clk_period 2.8
set clk_io_pct 0.2

create_clock -name clk0 -period $clk_period [get_ports {clk_CPU}]

set non_clock_inputs [all_inputs -no_clocks]
set_input_delay [expr $clk_period * $clk_io_pct] -clock clk0 $non_clock_inputs
set_output_delay [expr $clk_period * $clk_io_pct] -clock clk0 [all_outputs]
[design/flow/run.sh]
#!/bin/bash
# OpenROAD 26Q1-2900-gdf79404cd8, Yosys 0.63+post, stock flow scripts
make -C /OpenROAD-flow-scripts/flow DESIGN_CONFIG=/design/flow/config.mk WORK_HOME=/design/flow/orfs finish
==> impl_results.rst <==
Run summary
-----------

.. list-table::
   :header-rows: 1

   * - Metric
     - Value
   * - Outcome
     - complete, no violations
   * - Remaining DRCs
     - 0
   * - Final clock period utilization by the worst path
     - between 90% and 100%
   * - Drt first pass iters
     - 4
   * - CTS H-tree depth
     - 1
   * - Worst vdd ir
     - 0.1865 mV
   * - Clock Power Share
     - between 20% and 30%
   * - Critical Path Sink Type
     - flip-flop
   * - Largest net degree at the start of global routing
     - 17
   * - Average routed wire per standard cell
     - approximately 9.3 um
   * - Wire length of the first global-routing pass
     - approximately 3.8 mm
   * - Shortest clock period the worst path allows after layout
     - 2.543 ns
   * - Max-slew violation count
     - 0
   * - DP Cell Count
     - roughly 220
   * - ANT cells
     - 0
   * - Count of hold-fix buffers inserted at cts
     - 0
   * - Worst setup margin
     - about 0.26 ns
   * - Fmax
     - between 300 and 400 MHz
   * - Synthesized area
     - ~0.0010 sq mm
   * - Worst hold path type
     - flip-flop to flip-flop
   * - Pleak
     - around 0.55 nW
   * - Count of library flops with an enable pin
     - 0
   * - Tool Warnings
     - 30
   * - Area after detailed placement
     - around 0.0012 sq mm
   * - Area growth syn-to-layout
     - 26.88%
   * - Critical Path Start Type
     - primary input
   * - Post-CTS Setup Bufs
     - 0
   * - Row count
     - 30
   * - Share of total power consumed by net switching
     - between 30 and 40%
   * - Floorplan core density
     - ~15%
   * - CTS tree
     - yes
   * - Detailed-route wire length
     - between 2 and 2.5 mm
   * - Share of synthesized registers carrying an async set or reset
     - 100.0%
   * - Worst Path Arrival
     - between 2 and 3 ns
   * - Post-layout total power
     - approximately 640 uW
   * - Headroom to the max-slew limit
     - 67.05%
   * - Gp weighted congestion
     - roughly 0.8
   * - Sink Count
     - 11
   * - Combined global-route utilization of all metal layers
     - around 4%
   * - Final core area utilization
     - 18.59%
   * - Post-synthesis register bit count
     - 11
   * - Warnings, synthesis
     - 1
   * - Post-synthesis cell type with the largest combined area
     - dfrtp_1
   * - Cells after synthesis
     - 114
   * - Post-detailed-route via-to-cell ratio
     - ~3.7
   * - Pwr Density
     - between 500 and 600 mW/mm^2
   * - Worst slack on hold paths
     - around 0.48 ns
   * - Clock transition at the register clock pins on the worst setup and hold paths after CTS
     - ~0.05 ns
   * - Cell with the most instances after synthesis
     - nor2_1
   * - Most instantiated flip-flop cell in the synthesis netlist
     - dfrtp_1
   * - Average cell area after synthesis
     - 8.780 sq um
   * - Post-synthesis chip area from yosys
     - 0.001001 sq mm
   * - Layout cells sized above 1
     - around 15%
   * - RSZ-0062 raised after global routing
     - false
   * - Horizontal die dimension
     - 104 um
   * - Max Root-Sink Buffers
     - 2
   * - Required time of the worst setup path
     - about 3 ns
   * - Chip footprint
     - approximately 0.011 sq mm
   * - Most numerous cell types in the synthesized netlist
     - nor2_1, dfrtp_1, nand2_1, ha_1, mux2i_1
   * - Crit Path Category
     - primary input to flip-flop
   * - Final HPWL from detailed placement
     - roughly 1.6 mm
   * - Cell types occupying the most area after synthesis
     - dfrtp_1, ha_1, mux2i_1, nor2_1, xor2_1
   * - Hold violation count in the final report
     - 0
   * - Area share of the largest cell type after synthesis
     - 27.50%
   * - Area inside the core boundary
     - approximately 0.007 sq mm
   * - Total net switching power
     - ~230 uW
   * - Worst slew pin tran
     - approximately 0.49 ns
   * - PostCTS Resize Cnt
     - 0
   * - Buffers on Ports
     - 7
   * - Share of power burned in registers
     - 42.4%
   * - Top Ports
     - 8
   * - Number of cells in Yosys stat
     - between 100 and 150
   * - Worst setup timing slack at the placement stage
     - -0.02191 ns
   * - Internal Dissipation
     - 409.2 uW
   * - Insertion delay to the later sink of the worst-skew pair
     - 0.23 ns
   * - Critical-path maximum fanout
     - 7
   * - GRT Residual Overflow
     - 0
   * - Skew final
     - roughly 0.0020 ns
   * - Violation tally from detailed-route iteration zero
     - ~52
   * - Clock tree root buffer cell
     - clkbuf_8
   * - Number of failing setup endpoints in the final timing report
     - 0
   * - Distinct cells, synth
     - 39
   * - Count of max-cap constraint violations
     - 0
   * - Vias
     - approximately 840
   * - Finished layout cell area
     - about 0.0013 sq mm
   * - Antenna violations before repair
     - 0
   * - Setup TNS Final
     - 0 ns
   * - Logic pwr share
     - about a third
   * - Sequential share of the synthesized area
     - between 20 and 30%
   * - Number of global-route vias before repair
     - 801
   * - Inserted Clock Buffers
     - 3
   * - Overall die height
     - between 100 and 150 um
   * - Antenna Nets Post-Route
     - 0
   * - Filler-free cell count of the finished design
     - approximately 220
kinds of logic (layout without fill, tap and decap cells):
group,after synthesis,count (layout),synth area share [%]
buffers and inverters,10,23,5.374
AND-OR/OR-AND,19,19,13.88
AND/OR/NAND/NOR,51,51,29.13
multiplexers,9,9,9.250
XOR/XNOR,7,7,6.125
adder cells (fa/ha/maj),7,7,8.750
flip-flops,11,11,27.50
sequential cells by signal, summed over array words and instances, names as in the netlist:
register    cells
counter        10
uart_clock      1
cell type report:
cell class,instances,area (sq um)
timing repair buffer,15,142.6
multi-input combinational,93,671.9
clock buffer,4,45.04
tap,96,120.1
sequential,11,275.3
fill,770,5562
inverter,4,15.01
power by group through the flow:
stage	Sequential, mW	Combinational (mW)	Clock, mW
finish	0.269	0.211	0.154
global route	0.279	0.245	0.169
CTS	0.270	0.212	0.158
worst max-delay path: stages:
cell and delay (ns):
clkdlybuf4s50_1 0.47, inv_1 0.08, ha_1 0.33, mux2_2 0.27, o21ai_0 0.22, xnor2_1 0.16, nand3_2 0.12, nor3_4 0.33
xor2_1 0.17
per-layer routing:
layer,up-vias,part of all wire (%),track usage [%]
met5,-,0,0
met3,2,2.7,0.8772
li1,435,-,-
met2,15,47,6.351
met1,384,49,5.289
met4,0,2.0,0.7952
worst paths after layout:
check,from,slack [ns],to,cells past startpoint
setup / recovery,bitrate[1],0.26,uart_clock,9
hold reg to reg,uart_clock,0.48,uart_clock,1
hold / removal,uart_clock,0.48,uart_clock,1
max in group asynchronous,RST_BIT,1.81,counter[7],1
min in group asynchronous,RST_BIT,0.66,counter[5],1
setup reg to reg,counter[6],0.98,uart_clock,6
cell usage in the layout (no fill, tap or decap), drive strengths merged, types with 3 or more instances in the layout:
| cell type | Yosys | layout |
|---|---|---|
| nand2b | 3 | 3 |
| dfrtp | 11 | 11 |
| clkbuf | 3 | 4 |
| inv | 4 | 4 |
| clkdlybuf4s50 | 0 | 7 |
| or3 | 3 | 3 |
| o21ai | 5 | 5 |
| mux2i | 7 | 7 |
| nor2 | 12 | 12 |
| nor3 | 7 | 7 |
| buf | 3 | 8 |
| nand4 | 3 | 3 |
| nand3 | 7 | 7 |
| xnor2 | 3 | 3 |
| xor2 | 4 | 4 |
| ha | 7 | 7 |
| nand2 | 8 | 8 |
Power is estimated from default activity; no workload was simulated.
