==> flow/design.v <==
`timescale 1ns / 1ps
module rx(clk, uart_clk, RST, DATA_IN_Rx, rst_bitrate, UART_AVAIL, IRQ_Rx, DATA_OUT_Rx);
    input clk, RST, uart_clk;        
    input DATA_IN_Rx;                
    output reg rst_bitrate, UART_AVAIL, IRQ_Rx;    
    output reg [9:0] DATA_OUT_Rx;    
    parameter   IDLE = 4'b0000,       
                START = 4'b0001,      
                BIT_0 = 4'b0010,     
                BIT_1 = 4'b0011,     
                BIT_2 = 4'b0100,     
                BIT_3 = 4'b0101,     
                BIT_4 = 4'b0110,     
                BIT_5 = 4'b0111,     
                BIT_6 = 4'b1000,     
                BIT_7 = 4'b1001,     
                PARITY = 4'b1010,    
                STOP = 4'b1011,      
                RST_BITRATE = 4'b1100;  
    parameter   EVEN = 2'b01,         
                ODD = 2'b10,          
                No_parity = 2'b00;    
    reg [3:0] state, next;           
    always @(posedge uart_clk, negedge RST) begin
        if (!RST)                     
            state <= IDLE;
        else 
            state <= next;           
    end
    always @(state or rst_bitrate or UART_AVAIL or DATA_OUT_Rx) begin
        next = 'bx;   
        case (state)
            IDLE:    if (!DATA_IN_Rx) next = START; else next = IDLE;   
            START:  if (!DATA_IN_Rx) next = RST_BITRATE; else next = START;  
            RST_BITRATE: next = BIT_0;   
            BIT_0:   next = BIT_1;
            BIT_1:   next = BIT_2;
            BIT_2:   next = BIT_3;
            BIT_3:   next = BIT_4;
            BIT_4:   next = BIT_5;
            BIT_5:   next = BIT_6;
            BIT_6:   if (DATA_IN_Rx) next = BIT_7;    
                     else if (DATA_IN_Rx) next = PARITY;  
                     else next = STOP;  
            BIT_7:   if (DATA_IN_Rx) next = PARITY; else next = STOP;
            PARITY:  next = STOP;
            STOP:    next = IDLE;   
        endcase
    end
    always @(posedge clk, negedge RST) begin
        if (!RST) begin
            DATA_OUT_Rx <= 1'b1;   
            IRQ_Rx <= 1'b0;         
            UART_AVAIL <= 1'b0;     
        end else begin
            rst_bitrate <= 1'b1;    
            case (state)
                START: rst_bitrate <= 1'b1;  
                RST_BITRATE: rst_bitrate <= 1'b1;  
                BIT_0: DATA_OUT_Rx[0] <= DATA_IN_Rx;   
                BIT_1: DATA_OUT_Rx[1] <= DATA_IN_Rx;   
                BIT_2: DATA_OUT_Rx[2] <= DATA_IN_Rx;   
                BIT_3: DATA_OUT_Rx[3] <= DATA_IN_Rx;   
                BIT_4: DATA_OUT_Rx[4] <= DATA_IN_Rx;   
                BIT_5: DATA_OUT_Rx[5] <= DATA_IN_Rx;   
                BIT_6: DATA_OUT_Rx[6] <= DATA_IN_Rx;   
                BIT_7: DATA_OUT_Rx[7] <= DATA_IN_Rx;   
                PARITY: if(DATA_IN_Rx == 1'b1) DATA_OUT_Rx <= 1'b1;  
                         else DATA_OUT_Rx <= 1'b0;
                STOP:    begin
                            DATA_OUT_Rx <= 1'b1;   
                            IRQ_Rx <= 1'b1;         
                            UART_AVAIL <= 1'b1;     
                         end
            endcase
        end
    end
endmodule
==> flow/run.sh <==
#!/bin/bash
# OpenROAD 26Q1-2900-gdf79404cd8, Yosys 0.63+post, stock flow scripts
make -C /OpenROAD-flow-scripts/flow DESIGN_CONFIG=/design/flow/config.mk WORK_HOME=/design/flow/orfs finish
==> flow/config.mk <==
export PLATFORM = sky130hd
export DESIGN_NAME = rx
export DESIGN_NICKNAME = rx
export VERILOG_FILES = /design/flow/design.v
export SDC_FILE = /design/flow/constraint.sdc
export NUM_CORES = 4
export LEC_CHECK = 1
export CORE_AREA = 10 10 96 96
export DIE_AREA = 0 0 106 106
==> flow/constraint.sdc <==
current_design rx

set clk_period 1.2
set clk_io_pct 0.2

create_clock -name clk0 -period $clk_period [get_ports {clk}]
create_clock -name clk1 -period $clk_period [get_ports {uart_clk}]

set non_clock_inputs [all_inputs -no_clocks]
set_input_delay [expr $clk_period * $clk_io_pct] -clock clk0 $non_clock_inputs
set_output_delay [expr $clk_period * $clk_io_pct] -clock clk0 [all_outputs]
==> job_summary.md <==
## PnR job results

| Metric | Value |
|---|---|
| Worst Setup SP | `DATA_OUT_Rx[0]$_DFFE_PN1P_` |
| Met1 Usage GRT | `3.99%` |
| Pins over their slew limit | `0` |
| Post-Synthesis Cell Area | `786 um^2` |
| Met3 GRT Util | `2.02%` |
| Synth Warn # | `1` |
| Ys flops | `22` |
| Leak | `0.535 nW` |
| CP delay by family, top | `flip-flops` |
| Hold depth | `0` |
| Buf/Inv on CP | `1` |
| FP Core Util | `10.9%` |
| Hold endpoint | `state[4]$_DFF_PN0_` |
| CTS clk-pin slew, worst paths | `50 ps` |
| CP Launch Type | `flip-flop` |
| Setup Total Neg Slack | `0 ps` |
| Synth Area per Inst | `14.0 um^2` |
| Top cells, area | `dfrtp_1 64%, mux2i_1 8.9%, dfstp_2 6.7%, nor2_1 4.3%, buf_4 3.8%` |
| Req. time, crit path | `960 ps` |
| Share of post-route cells with drive strength above 1 | `25.3%` |
| Worst setup EP type | `output pin` |
| CP max stage cell | `dfstp_2` |
| Post-synth ARST share | `100%` |
| WHS | `345 ps` |
| Row count | `31` |
| Count of library flops with an enable pin | `0` |
| Yosys stat chip area | `786 um^2` |
| DRC | `0` |
| Crit-path max cell delay | `520 ps` |
| CTS sink cnt | `22` |
| TritonRoute pass-1 iters | `2` |
| Pwr dens | `1900 mW/mm^2` |
| Endpoints failing setup | `0` |
| Max VDD drop | `0.578 mV` |
| List of most frequent post-synthesis cells | `20 x dfrtp_1, 9 x nor2_1, 7 x mux2i_1` |
| Top fanout value on the critical path | `2` |
| Part of the power in registers | `45.5%` |
| Core Util, Final | `15.9%` |
| Setup CP Type | `flip-flop to output pin` |
| Vias/cell | `2.58` |
| Vias in the first global route | `533` |
| CTS tree | `built` |
| Cell type with the largest total area | `dfrtp_1` |
| Top-area cell type share of the netlist area | `63.7%` |
| 1st-iter DRT viols | `11` |
| Pin count of the biggest net entering global routing | `23` |
| Dpl cell area | `0.00103 mm^2` |
| Outcome | `complete, no violations` |
| Sw frac | `23.0%` |
| Detail Route Antenna Nets | `0` |
| Synth cell types | `17` |
| Die H | `106 um` |
| Hold Crit Start | `state[3]$_DFF_PN0_` |
| Fin area | `0.00114 mm^2` |
| Global-route wire length before repair | `2850 um` |
| Antenna cells | `0` |
| Final hold vios | `0` |
| Routability cong. | `0.698` |
| Chip area | `0.0112 mm^2` |
| Overflow after GRT | `0` |
| Comb pwr share | `20.5%` |
| Cell-by-cell trace of the critical path | `clkdlybuf4s15_1` |
| Total net switching power | `0.501 mW` |
| # Cells Yosys | `56` |
| Power Total | `2.17 mW` |
| Max Cap Violations | `0` |
| WP data arrival | `920 ps` |
| PortBufs | `12` |
| Most common cell in the netlist | `dfrtp_1` |
| RR Startpoint | `state[11]$_DFF_PN0_` |
| Worst reg-to-reg path cell count | `2` |
| Drt wl/cell | `9.44 um` |
| Register area share after synthesis | `70.4%` |
| Commonest flop | `dfrtp_1` |
| # IOs | `17` |
| Tool warnings | `26` |
| Post-DP HPWL | `1220 um` |
| Cell Int Power | `1.67 mW` |
| Instance tally after logic synthesis | `56` |
| CTS Hold Buffers Added | `0` |
| Die width | `106 um` |
| Flop2flop setup slack | `170 ps` |
| GR Layer Usage met2 | `4.68%` |
| Reg2reg end | `DATA_OUT_Rx[1]$_DFFE_PN0P_` |
| Gr usage total | `3.22%` |
| Skew final | `0.881 ps` |
| Drt total wl | `1680 um` |
| Min-delay worst type | `flip-flop to flip-flop` |
| GR peak layer | `met2` |
| Initial antenna violation count | `0` |
| Synth-to-Final Area Change | `45.7%` |
| Vias | `459` |
| Clock power share | `34.1%` |
| RSZ-0062 raised after global routing | `false` |
| Core area | `0.00721 mm^2` |
==> cell usage in the layout (no fill, tap or decap), drive strengths merged, types with 3 or more instances in the layout <==
master	count
clkbuf	7
buf	8
mux2i	7
nor2	9
conb	3
dfrtp	20
dlygate4sd2	8
==> routing by layer <==
layer	up-vias	wire length, um
li1	215	-
met1	225	773
met2	17	754
met3	2	147
met4	0	4
met5	-	0
==> repair_timing <==
action / 4_1_cts / 5_1_grt
endpoints found under the setup margin: 10 / 0
resized: 13 / 0
setup buffers: 4 / 0
==> logic make-up after synthesis <==
family,after synthesis,synth area share [%]
flops,22,70.4
simple gates,14,8.28
mux,8,10.4
buf+inv,6,5.89
compound gates,4,4.14
other cells,2,0.956
==> layout make-up <==
type | count | area [um^2]
fill | 832 | 6070
sequential | 22 | 553
timing repair buffer | 20 | 186
clock buffer | 7 | 86.3
tap | 99 | 124
clock inverter | 1 | 5.00
multi-input combinational | 29 | 190
==> worst max path at each step <==
stage / to / slack (ps) / cells after the start
final: DATA_OUT_Rx[0] / 40 / 1
after global routing: DATA_OUT_Rx[0] / 20 / 1
after CTS: DATA_OUT_Rx[0] / 20 / 1
==> flip-flops by register name, indices dropped and copies added, names as in the netlist, named ones only <==
| name | flops |
|---|---|
| DATA_OUT_Rx | 8 |
| IRQ_Rx | 1 |
| state | 12 |
==> worst reg2reg max path, delay by kind of cell, from the launching register on <==
family | cells | cell delay [ps]
AND/OR/NAND/NOR | 2 | 550
flip-flops | 1 | 410
==> power groups by stage <==
stage | logic [mW] | registers [mW] | clock network, mW
CTS | 0.474 | 0.993 | 0.774
finish | 0.445 | 0.988 | 0.740
global route | 0.508 | 1.01 | 0.819
==> stage by stage <==
stage                     setup WS, ps  instances
final                             40.3        178
after global routing              19.8        178
after CTS                         20.2        178
after detailed placement         -67.2        166
after global placement           -31.4        166
after floorplan                    323         57
No activity file was given, so power comes from the tool's default toggle rates.
